File: flow/run.sh
#!/bin/bash
# OpenROAD 26Q1-2900-gdf79404cd8, Yosys 0.63+post, stock flow scripts
make -C /OpenROAD-flow-scripts/flow DESIGN_CONFIG=/design/flow/config.mk WORK_HOME=/design/flow/orfs finish
File: flow/config.mk
export PLATFORM = sky130hd
export DESIGN_NAME = obi_spi
export DESIGN_NICKNAME = obi_spi
export VERILOG_FILES = /design/flow/design.v
export SDC_FILE = /design/flow/constraint.sdc
export NUM_CORES = 4
export LEC_CHECK = 1
export CORE_UTILIZATION = 50
File: flow/constraint.sdc
current_design obi_spi

set clk_period 9.4
set clk_io_pct 0.2

create_clock -name clk0 -period $clk_period [get_ports {clk_i}]

set non_clock_inputs [all_inputs -no_clocks]
set_input_delay [expr $clk_period * $clk_io_pct] -clock clk0 $non_clock_inputs
set_output_delay [expr $clk_period * $clk_io_pct] -clock clk0 [all_outputs]
File: flow/design.v
module counter #(
    parameter int WORD_WIDTH = 32,
    parameter logic [WORD_WIDTH-1:0] RESET_VALUE = 0
)(
    input  logic clk,
    input  logic rstn,
    input  logic ce,
    output logic [WORD_WIDTH-1:0] count
);
    logic [WORD_WIDTH-1:0] plus_one;
    register #(
        .WORD_WIDTH (WORD_WIDTH),
        .RESET_VALUE(RESET_VALUE)
    ) rvfi_order_reg (
        .clk (clk),
        .rstn(rstn),
        .ce  (ce),
        .in  (plus_one),
        .out (count)
    );
    assign plus_one = count + 1'b1;
endmodule
module register
#(
  parameter int WORD_WIDTH = 1,
  parameter logic [WORD_WIDTH-1:0] RESET_VALUE = 0
)
(
  input  logic                  clk,
  input  logic                  rstn,
  input  logic                  ce,    
  input  logic [WORD_WIDTH-1:0] in,
  output logic [WORD_WIDTH-1:0] out
);
  always_ff @(posedge clk) begin
    if (~rstn)
      out <= RESET_VALUE;
    else if (ce)
      out <= in;
  end
endmodule
module shift_register
#(
  parameter int WORD_WIDTH = 1,
  parameter logic [WORD_WIDTH-1:0] RESET_VALUE = 0
)
(
  input  logic                  clk,
  input  logic                  rstn,
  input  logic                  ce,
  input  logic                  in,
  output logic [WORD_WIDTH-1:0] out
);
  register #(.WORD_WIDTH(WORD_WIDTH), .RESET_VALUE(RESET_VALUE))
  shift_register_inst(
    .clk  (clk),
    .rstn (rstn),
    .ce   (ce),
    .in   ({out[WORD_WIDTH-2:0], in}),
    .out  (out)
  );
endmodule
module obi_spi #(
  parameter int unsigned BASE_ADDR                = 0,
  parameter int unsigned ADDR_WIDTH               = 32,
  parameter int unsigned DATA_WIDTH               = 32,
  parameter int unsigned NUM_SLAVES               = 4,
  parameter int unsigned SCLK_COUNTER_RESET_VALUE = 0,
  parameter int unsigned SPI_DATA_LENGTH          = 8
) (
  input logic clk_i,
  input logic rstn_i,
  input   logic                     obi_areq_i,
  output  logic                     obi_agnt_o,
  input   logic [ADDR_WIDTH-1:0]    obi_aaddr_i,
  input   logic [DATA_WIDTH-1:0]    obi_awdata_i,
  input   logic                     obi_awe_i,
  input   logic [DATA_WIDTH/8-1:0]  obi_abe_i,
  output  logic                     obi_rvalid_o,
  input   logic                     obi_rready_i,
  output  logic [DATA_WIDTH-1:0]    obi_rdata_o,
  output  logic                     obi_rerr_o,    
  output  logic [NUM_SLAVES-1 : 0]  spi_ss_o,
  output  logic                     spi_sclk_o,
  output  logic                     spi_mosi_o,
  input   logic                     spi_miso_i,
  output  logic                     complete_o
);
  localparam int TxDataRegAddrOffset        = BASE_ADDR + 0;
  localparam int RxDataRegAddrOffset        = BASE_ADDR + 4;
  localparam int SpiDivClkRegAddrOffset     = BASE_ADDR + 8;
  localparam int SsRegAddrOffset            = BASE_ADDR + 12;
  localparam int CtrlRegAddrOffset          = BASE_ADDR + 16;
  localparam int CtrlStartWritingBit         = 0;
  localparam int CtrlStartReadingBit         = 1;
  localparam int CtrlBusyBit                 = 2;
  localparam int CtrlTxBufferEmptyBit        = 3;
  localparam int CtrlRxBufferNonEmptyBit     = 4;
  localparam int CtrlCompleteBit             = 5;
  localparam int CtrlStartWritingBitMask     = 1 << CtrlStartWritingBit;
  localparam int CtrlStartReadingBitMask     = 1 << CtrlStartReadingBit;
  localparam int CtrlBusyBitMask             = 1 << CtrlBusyBit;
  localparam int CtrlTxBufferEmptyBitMask    = 1 << CtrlTxBufferEmptyBit;
  localparam int CtrlRxBufferNonEmptyBitMask = 1 << CtrlRxBufferNonEmptyBit;
  localparam int CtrlCompleteBitMask         = 1 << CtrlCompleteBit;
  localparam int SclkMaxValue = SCLK_COUNTER_RESET_VALUE << 1;
  typedef enum reg [1:0] {
    eSPI_IDLE,       
    eSPI_WRITING,    
    eSPI_READING,    
    eSPI_DONE        
    } spi_state_t;
  typedef enum reg [1:0] {
    eOBI_IDLE,        
    eOBI_READING,     
    eOBI_WRITING      
  } obi_state_t;
  logic [SPI_DATA_LENGTH-1:0] tx_data_reg;
  logic [SPI_DATA_LENGTH-1:0] rx_data_reg;
  logic [DATA_WIDTH-1 : 0] spi_div_clk_reg;
  logic [NUM_SLAVES-1 : 0] ss_reg;
  logic ctrl_start_writing_bit;
  logic ctrl_start_reading_bit; 
  logic ctrl_busy_bit;
  logic ctrl_tx_buffer_empty_bit;
  logic ctrl_rx_buffer_non_empty_bit;
  logic ctrl_complete_bit;
  logic ctrl_complete_bit_next, ctrl_complete_bit_write;
  logic [5:0] ctrl_reg_value;
  logic obi_a_fire;
  logic obi_a_write, obi_a_read;
  logic obi_a_write_valid;
  logic obi_started_reading, obi_started_writing, obi_done;
  obi_state_t obi_state, obi_state_next;
  logic [DATA_WIDTH-1 : 0] obi_read_value;
  logic [3:0] spi_data_index;
  logic [DATA_WIDTH-1:0] spi_sclk_counter;
  logic spi_sclk_prev;
  logic spi_sclk_counter_en;
  logic spi_started_writing, spi_stopped_writing, spi_started_reading, spi_stopped_reading, spi_completed;
  spi_state_t spi_state, spi_state_next;
  register ctrl_complete_bit_inst (.clk(clk_i), .rstn(rstn_i), .ce(ctrl_complete_bit_write), .in(ctrl_complete_bit_next), .out(ctrl_complete_bit));
  assign ctrl_complete_bit_write = (obi_a_write && obi_aaddr_i == CtrlRegAddrOffset && obi_abe_i[0]) || spi_state == eSPI_DONE;
  always_comb begin
    ctrl_complete_bit_next = ctrl_complete_bit;
    if(obi_a_write && obi_aaddr_i == CtrlRegAddrOffset && obi_abe_i[0])
      ctrl_complete_bit_next = obi_awdata_i[CtrlCompleteBit];
    else if(spi_state == eSPI_DONE)
      ctrl_complete_bit_next = '1;
  end
  register ctrl_start_reading_bit_inst (.clk (clk_i), .rstn (rstn_i && ~spi_completed), .ce(spi_started_reading), .in(1'b1), .out(ctrl_start_reading_bit));
  register ctrl_start_writing_bit_inst (.clk (clk_i), .rstn (rstn_i && ~spi_completed), .ce(spi_started_writing), .in(1'b1), .out(ctrl_start_writing_bit));
  assign ctrl_reg_value = (
      ({5'b0, ctrl_start_writing_bit} << CtrlStartWritingBit)
    | ({5'b0, ctrl_start_reading_bit} << CtrlStartReadingBit)
    | ({5'b0, ctrl_busy_bit} << CtrlBusyBit)
    | ({5'b0, ctrl_tx_buffer_empty_bit} << CtrlTxBufferEmptyBit)
    | ({5'b0, ctrl_rx_buffer_non_empty_bit} << CtrlRxBufferNonEmptyBit)
    | ({5'b0, ctrl_complete_bit} << CtrlCompleteBit)
    | 6'b0
  );
  shift_register #(
    .WORD_WIDTH(SPI_DATA_LENGTH)
  ) rx_data_reg_inst (
    .clk  (clk_i),
    .rstn (rstn_i),
    .ce   (~spi_sclk_prev && spi_sclk_o && ctrl_start_reading_bit),
    .in   (spi_miso_i),
    .out  (rx_data_reg)
  );
  counter #(
    .WORD_WIDTH(4)
  ) spi_data_index_inst (
      .clk (clk_i),
      .rstn(rstn_i && ~({28'b0, spi_data_index} == SPI_DATA_LENGTH)),
      .ce  (spi_sclk_counter == 0 && ~spi_sclk_o && spi_sclk_prev),
      .count (spi_data_index)
  );
  counter #(
    .WORD_WIDTH(DATA_WIDTH)
  ) spi_sclk_counter_inst (
      .clk (clk_i),
      .rstn(rstn_i && ~(spi_sclk_counter == spi_div_clk_reg) && spi_sclk_counter_en),
      .ce  ((spi_sclk_counter < spi_div_clk_reg) && spi_sclk_counter_en),
      .count (spi_sclk_counter)
  );
  register spi_sclk_prev_inst (.clk(clk_i), .rstn(rstn_i), .ce(clk_i), .in(spi_sclk_o), .out(spi_sclk_prev));
  register spi_sclk_o_inst (.clk(clk_i), .rstn(rstn_i && spi_ss_o < '1), .ce(spi_sclk_counter == spi_div_clk_reg), .in(~spi_sclk_o), .out(spi_sclk_o));
  assign spi_sclk_counter_en = (spi_state == eSPI_WRITING || spi_state == eSPI_READING);
  assign spi_ss_o = ~(ss_reg);
  assign spi_mosi_o = (spi_state == eSPI_IDLE || spi_data_index == SPI_DATA_LENGTH || spi_state == eSPI_DONE || spi_state == eSPI_READING) ? 1'b0 : tx_data_reg[SPI_DATA_LENGTH - 1 - {28'b0, spi_data_index}];
  assign complete_o = ctrl_complete_bit;
  assign spi_started_reading = obi_a_write_valid && obi_aaddr_i == CtrlRegAddrOffset && obi_abe_i[0] && ((obi_awdata_i & CtrlStartReadingBitMask) > '0);
  assign spi_started_writing = obi_a_write_valid && obi_aaddr_i == CtrlRegAddrOffset && obi_abe_i[0] && ((obi_awdata_i & CtrlStartWritingBitMask) > '0);
  assign ctrl_busy_bit = (spi_state == eSPI_READING || spi_state == eSPI_WRITING);
  always_comb begin
    spi_stopped_writing =   spi_state == eSPI_WRITING  && {28'b0, spi_data_index} == SPI_DATA_LENGTH;
    spi_stopped_reading = spi_state == eSPI_READING && {28'b0, spi_data_index} == SPI_DATA_LENGTH;
    spi_completed = spi_state == eSPI_DONE && ~ctrl_complete_bit;
  end
  always_comb begin
    spi_state_next = spi_started_writing                          ? eSPI_WRITING : spi_state;
    spi_state_next = spi_started_reading                          ? eSPI_READING : spi_state_next;
    spi_state_next = (spi_stopped_writing || spi_stopped_reading) ? eSPI_DONE :    spi_state_next;
    spi_state_next = spi_completed                                ? eSPI_IDLE :    spi_state_next;
  end
  register #(.WORD_WIDTH(2), .RESET_VALUE(eSPI_IDLE)) spi_state_inst (.clk(clk_i), .rstn(rstn_i), .ce(clk_i), .in(spi_state_next), .out(spi_state));
  assign obi_rerr_o = 1'b0;
  assign obi_a_fire = obi_areq_i && obi_agnt_o;
  assign obi_a_write = obi_a_fire && obi_awe_i;
  assign obi_a_read = obi_a_fire && ~obi_awe_i;
  assign obi_a_write_valid = obi_a_write && spi_state == eSPI_IDLE && obi_state == eOBI_IDLE;
  register #(
    .WORD_WIDTH(SPI_DATA_LENGTH)
  ) tx_data_reg_inst (
    .clk  (clk_i),
    .rstn (rstn_i),
    .ce   (obi_a_write_valid && obi_aaddr_i == TxDataRegAddrOffset && obi_abe_i[0]),
    .in   (obi_awdata_i[SPI_DATA_LENGTH - 1:0]),
    .out  (tx_data_reg)
  );
  register #(
    .WORD_WIDTH(DATA_WIDTH),
    .RESET_VALUE(SCLK_COUNTER_RESET_VALUE)
  ) spi_div_clk_reg_inst (
    .clk  (clk_i),
    .rstn (rstn_i),
    .ce   (obi_a_write_valid && obi_aaddr_i == SpiDivClkRegAddrOffset && obi_abe_i[0]),
    .in   (obi_awdata_i),
    .out  (spi_div_clk_reg)
  );
  register #(
    .WORD_WIDTH(NUM_SLAVES)
  ) ss_reg_inst (
    .clk  (clk_i),
    .rstn (rstn_i),
    .ce   (obi_a_write_valid && obi_aaddr_i == SsRegAddrOffset && obi_abe_i[0]),
    .in   (obi_awdata_i[NUM_SLAVES-1:0]),
    .out  (ss_reg)
  );
  register #(.WORD_WIDTH(DATA_WIDTH)) obi_rdata_o_inst (.clk(clk_i), .rstn(rstn_i && (obi_a_read || ~obi_done)), .ce(obi_a_read), .in(obi_read_value), .out(obi_rdata_o));
  always_comb begin
    unique case (obi_aaddr_i)
      TxDataRegAddrOffset: obi_read_value = {24'b0, tx_data_reg};
      RxDataRegAddrOffset: obi_read_value = {24'b0, rx_data_reg};
      SpiDivClkRegAddrOffset: obi_read_value = spi_div_clk_reg;
      SsRegAddrOffset: obi_read_value = {28'b0, ss_reg};
      CtrlRegAddrOffset: obi_read_value = {26'b0, ctrl_reg_value};
    endcase
  end
  assign obi_agnt_o = (obi_state == eOBI_IDLE);
  assign obi_rvalid_o = (obi_state == eOBI_READING || obi_state == eOBI_WRITING);
  always_comb begin
    obi_started_reading = obi_state == eOBI_IDLE && obi_a_read;
    obi_started_writing = obi_state == eOBI_IDLE && obi_a_write;
    obi_done            = obi_rvalid_o && obi_rready_i;
  end
  always_comb begin
    obi_state_next = obi_started_reading  ? eOBI_READING : obi_state;
    obi_state_next = obi_started_writing  ? eOBI_WRITING : obi_state_next;
    obi_state_next = obi_done             ? eOBI_IDLE    : obi_state_next;
  end
  register #(.WORD_WIDTH(2), .RESET_VALUE(eOBI_IDLE)) obi_state_inst (.clk(clk_i), .rstn(rstn_i), .ce(clk_i), .in(obi_state_next), .out(obi_state));
endmodule
==> metrics.csv <==
metric;value;unit
max_slew_margin;39.87;%
antenna_found_initial;0;
cts_tree;yes;
syn-instance-count;839;
synth_area_per_cell;8.187;um2
warnings;48;
chipArea;14210;um2
first_pass_iters;7;
fin_skew;0.005374;ns
path_class;clock port to flop;
holdPathStages;5;
reg2reg_slack;6.25;ns
whs_endpoint;spi_state_inst.out[0]$_DFF_P_;
internal_power;1375;uW
finalSetupViolations;0;
p_comb_share;7.5;%
portBuffers;111;
cp_data_required_time;9.76;ns
switchingPower;394.2;uW
synth_cell_type_count;58;
io_pins;116;
worstSkewPairLatency;0.52;ns
vias;6597;
min_from;clk_i;
clockPowerShare;58.7;%
design.core.area;13300;um2
rsz0062_at_grt;false;
arrival;6.50;ns
r2r-end;spi_sclk_counter_inst.rvfi_order_reg.out[4]$_SDFFE_PN0P_;
slew_viol_final;0;
dr.first_iter.drc_count;545;
edf_count;0;
worst_slew_pin_slew;0.8998;ns
wl;19730;um
yosys-stat-area;6869;um2
antenna_left;0;
grt_overflow_total;0;
rows;42;
comb_area;3847;um2
netlist_area;6869;um2
worst_setup_path_end_kind;flop;
p_leak;0.003287;uW
dp_hpwl;13230;um
fp-utilization;51.67;%
fin_ws;3.266;ns
status;completed;
setup_tns;0;ns
place_congestion;0.9155;
clkTransAtPathRegs;0.06;ns
wl_per_cell;17.30;um
grt_pass1_wl;33200;um
grt_max_degree;59;
drive_above_1_share;8.083;%
reg2reg_depth;7;
startpoint_type;clock port;
fillers;971;
mostFrequentLayoutCells;nand2_1, dfxtp_1, clkdlybuf4s50_1, a21oi_1, inv_1;
hold_class;clock port to flop;
path_max_fanout;3;
flop_cell;dfxtp_1;
num_antenna_cells;0;
via_per_inst;5.782;
dp_slack;4.124;ns
grt_usage;30.41;%
ys_ff;132;
drc_errors;0;
regArea;2643;um2
fp.dieH;119.2;um
rr_startpoint;spi_sclk_counter_inst.rvfi_order_reg.out[25]$_SDFFE_PN0P_;
seqPwrFrac;33.8;%
finalHoldViolations;0;
die_w;119.2;um
area_delta_synth_final;33.92;%
final_layout_top_logic_cell;nand2_1;
ir_drop;0.0001508;V
power_switching_share;22.28;%
cts_setup_buffers;0;
drv_cap;0;
first_global_vias;6704;
synth-async-reset-ratio;0;%
cts_hold_repair.buffers;0;
cts_resized;0;
yosys_warnings;12;
seq_area_frac_synth;38.47;%
power_density;192.4;nW/um2
synth-cells-yosys;839;
-- routing by layer --
layer,global-route usage [%],vias up,routed length [um]
met1,42.63,3085,8629
met5,0,-,0
li1,-,3224,-
met4,9.177,0,389
met2,46.91,250,9389
met3,8.415,38,1324
-- cell type report --
class                      count  area share (%)
sequential                   132           28.73
tap                          176           2.394
inverter                      48           1.959
timing repair buffer         122           12.98
multi-input combinational    606           41.83
clock inverter                17           2.258
clock buffer                  40           9.861
-- stage by stage --
step           total power, uW  cells  hold WS, ns  util, %  cell area (um2)
2_1_floorplan            685.0    839       0.4040        -             6869
3_3_place_gp             766.9   1085       0.1515    60.83             8088
3_5_place_dp             768.0   1085       0.1515    60.83             8088
4_1_cts                   1784   1141       0.2781    69.19             9199
5_1_grt                   1833   1141       0.2972    69.19             9199
6_report                  1770   1141       0.2642    69.19             9199
-- how the worst max path moves through the flow --
stage          from                       endpoint  slack [ns]  depth (start not counted)
finish        clk_i  spi_state_inst.out[0]$_DFF_P_        3.27                         14
global route  clk_i  spi_state_inst.out[0]$_DFF_P_        3.21                         14
CTS           clk_i  spi_state_inst.out[0]$_DFF_P_        3.26                         14
-- sequential cells by signal (all words and copies together) (netlist names), 3 cells and up --
name and count:
obi_rdata_o_inst.out 32, obi_state_inst.out 3, rx_data_reg_inst.shift_register_inst.out 8, spi_data_index_inst.rvfi_order_reg.out 4, spi_div_clk_reg_inst.out 32, spi_sclk_counter_inst.rvfi_order_reg.out 32, spi_state_inst.out 4, ss_reg_inst.out 4
tx_data_reg_inst.out 8
-- power by group through the flow --
stage,Sequential (uW),Combinational (uW),Clock (uW)
4_1_cts,599,133,1050
5_1_grt,601,144,1090
6_report,599,132,1040
-- cells in the mapped netlist, types with 4 or more instances --
master	instances	area, um2
a32oi_1	4	35.03
a21boi_0	32	240.2
and3_1	5	31.28
clkbuf_1	37	138.9
nor2b_1	22	137.6
dfxtp_1	132	2643
o21ai_0	18	90.09
ha_1	36	450.4
mux2i_1	36	360.4
buf_1	4	15.01
o31ai_1	16	120.1
nor4_1	17	106.4
nand2b_1	13	81.33
or4_1	17	127.6
inv_1	49	183.9
nand4_1	24	150.1
nand3_1	24	120.1
nand2_1	137	514.2
buf_2	9	45.04
a22oi_1	6	45.04
nor3_1	21	105.1
or3_1	9	56.30
nor2_1	22	82.58
a21oi_1	87	435.4
-- worst max-delay path, cell delays in order --
cell,delay (ns)
clkbuf_16,0.12
clkbuf_16,0.13
clkbuf_16,0.13
clkbuf_16,0.13
clkbuf_16,0.14
clkbuf_16,0.14
nand4_1,0.10
clkbuf_16,0.16
clkbuf_16,0.12
a31oi_1,0.05
clkbuf_16,0.18
clkbuf_16,0.13
o21ai_0,0.14
o211ai_1,0.12
-- logic make-up after synthesis --
group / count (synthesis) / synth area share (%)
and+or+nand+nor: 334 / 24.94
AOI/OAI and AO/OA: 191 / 17.49
DFF: 132 / 38.47
buffers and inverters: 101 / 5.756
muxes: 40 / 6.230
adders and majority gates: 36 / 6.557
xor gates and xnor gates: 4 / 0.5101
other: 1 / 0.05459
Power figures rest on the tool's default switching activity, not on a simulated workload.
